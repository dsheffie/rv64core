--- constraint.sdc ---
current_design rf6r3w

set clk_period 1.1
set clk_io_pct 0.2

create_clock -name clk0 -period $clk_period [get_ports {clk}]

set non_clock_inputs [all_inputs -no_clocks]
set_input_delay [expr $clk_period * $clk_io_pct] -clock clk0 $non_clock_inputs
set_output_delay [expr $clk_period * $clk_io_pct] -clock clk0 [all_outputs]
--- design.v ---
typedef enum logic [4:0] {
   MEM_LB  = 'd0,
   MEM_LBU = 'd1,
   MEM_LH  = 'd2,
   MEM_LHU = 'd3,
   MEM_LW  = 'd4,
   MEM_SB  = 'd5,
   MEM_SH  = 'd6,
   MEM_SW  = 'd7,
   MEM_SCW  = 'd8,
   MEM_SCD  = 'd9,
   MEM_NOP = 'd10,
   MEM_LWU = 'd11,
   MEM_LD  = 'd12,
   MEM_SD  = 'd13,
   MEM_AMOW = 'd14,
   MEM_AMOD = 'd15,
   MEM_PREFETCH = 'd16			  			  
} mem_op_t;
module rf6r3w(clk, reset,
	      rdptr0,rdptr1,rdptr2,rdptr3,rdptr4,rdptr5,
	      wrptr0,wrptr1,wrptr2,
	      wen0,wen1,wen2,
	      wr0, wr1, wr2,
	      rd0, rd1, rd2, rd3,rd4,rd5);
   parameter WIDTH = 1;
   parameter LG_DEPTH = 1;
   input logic clk;
   input logic reset;
   input logic [LG_DEPTH-1:0] rdptr0;
   input logic [LG_DEPTH-1:0] rdptr1;
   input logic [LG_DEPTH-1:0] rdptr2;
   input logic [LG_DEPTH-1:0] rdptr3;
   input logic [LG_DEPTH-1:0] rdptr4;
   input logic [LG_DEPTH-1:0] rdptr5;   
   input logic [LG_DEPTH-1:0] wrptr0;
   input logic [LG_DEPTH-1:0] wrptr1;
   input logic [LG_DEPTH-1:0] wrptr2;
   input logic 		      wen0;
   input logic 		      wen1;
   input logic 		      wen2;
   input logic [WIDTH-1:0]    wr0;
   input logic [WIDTH-1:0]    wr1;
   input logic [WIDTH-1:0]    wr2;
   output logic [WIDTH-1:0]   rd0;
   output logic [WIDTH-1:0]   rd1;
   output logic [WIDTH-1:0]   rd2;
   output logic [WIDTH-1:0]   rd3;
   output logic [WIDTH-1:0]   rd4;
   output logic [WIDTH-1:0]   rd5;   
   localparam DEPTH = 1<<LG_DEPTH;
   localparam H_DEPTH = 1<<(LG_DEPTH-1);   
   logic [WIDTH-1:0] 	    r_ram_alu[H_DEPTH-1:0];
   logic [WIDTH-1:0]	    r_ram_mem[H_DEPTH-1:0];   
   wire			    wen2_ = wen2;
   wire [LG_DEPTH-1:0]	    rdptr4_ = rdptr4;
   wire [LG_DEPTH-1:0]	    rdptr5_ = rdptr5;
   wire			    rd0_mem = rdptr0[LG_DEPTH-1];
   wire			    rd1_mem = rdptr1[LG_DEPTH-1];
   wire			    rd2_mem = rdptr2[LG_DEPTH-1];
   wire			    rd3_mem = rdptr3[LG_DEPTH-1];
   wire			    rd4_mem = rdptr4_[LG_DEPTH-1];
   wire			    rd5_mem = rdptr5_[LG_DEPTH-1];
   logic [WIDTH-1:0]	    r_rd_mem0,r_rd_mem1,r_rd_mem2,r_rd_mem3,r_rd_mem4,r_rd_mem5;
   logic [WIDTH-1:0]	    r_rd_alu0,r_rd_alu1,r_rd_alu2,r_rd_alu3,r_rd_alu4,r_rd_alu5;   
   logic		    r_rdptr0_z, r_rdptr1_z, r_rdptr2_z, r_rdptr3_z, r_rdptr4_z, r_rdptr5_z;
   logic		    r_rdptr0_m, r_rdptr1_m, r_rdptr2_m, r_rdptr3_m, r_rdptr4_m, r_rdptr5_m;
   always_ff@(posedge clk)
     begin
	r_rdptr0_z <= rdptr0 == 'd0;
	r_rdptr1_z <= rdptr1 == 'd0;
	r_rdptr2_z <= rdptr2 == 'd0;
	r_rdptr3_z <= rdptr3 == 'd0;
	r_rdptr4_z <= rdptr4 == 'd0;
	r_rdptr5_z <= rdptr5 == 'd0;		
	r_rdptr0_m <= rd0_mem;
	r_rdptr1_m <= rd1_mem;
	r_rdptr2_m <= rd2_mem;
	r_rdptr3_m <= rd3_mem;	
	r_rdptr4_m <= rd4_mem;
	r_rdptr5_m <= rd5_mem;		
     end  
   always_comb
     begin
	rd0 = r_rdptr0_z ? 'd0 : (r_rdptr0_m ? r_rd_mem0 : r_rd_alu0);
	rd1 = r_rdptr1_z ? 'd0 : (r_rdptr1_m ? r_rd_mem1 : r_rd_alu1);
	rd2 = r_rdptr2_z ? 'd0 : (r_rdptr2_m ? r_rd_mem2 : r_rd_alu2);
	rd3 = r_rdptr3_z ? 'd0 : (r_rdptr3_m ? r_rd_mem3 : r_rd_alu3);
	rd4 = r_rdptr4_z ? 'd0 : (r_rdptr4_m ? r_rd_mem4 : r_rd_alu4);
	rd5 = r_rdptr5_z ? 'd0 : (r_rdptr5_m ? r_rd_mem5 : r_rd_alu5);	
     end
   always_ff@(posedge clk)
     begin
	     r_rd_alu0 <= r_ram_alu[rdptr0[LG_DEPTH-2:0]];
	     r_rd_alu1 <= r_ram_alu[rdptr1[LG_DEPTH-2:0]];
	     r_rd_alu2 <= r_ram_alu[rdptr2[LG_DEPTH-2:0]];
	     r_rd_alu3 <= r_ram_alu[rdptr3[LG_DEPTH-2:0]];
	     r_rd_alu4 <= r_ram_alu[rdptr4[LG_DEPTH-2:0]];
	     r_rd_alu5 <= r_ram_alu[rdptr5[LG_DEPTH-2:0]];				    				    
	     if(wen0)
	       begin
		  r_ram_alu[wrptr0[LG_DEPTH-2:0]] <= wr0;
	       end
	     if(wen2_)
	       begin
		  r_ram_alu[wrptr2[LG_DEPTH-2:0]] <= wr2;
	       end
     end  
   always_ff@(posedge clk)
     begin
	     r_rd_mem0 <= r_ram_mem[rdptr0[LG_DEPTH-2:0]];
	     r_rd_mem1 <= r_ram_mem[rdptr1[LG_DEPTH-2:0]];
	     r_rd_mem2 <= r_ram_mem[rdptr2[LG_DEPTH-2:0]];
	     r_rd_mem3 <= r_ram_mem[rdptr3[LG_DEPTH-2:0]];
	     r_rd_mem4 <= r_ram_mem[rdptr4[LG_DEPTH-2:0]];
	     r_rd_mem5 <= r_ram_mem[rdptr5[LG_DEPTH-2:0]];				    				    
	     if(wen1)
	       begin
		  r_ram_mem[wrptr1[LG_DEPTH-2:0]] <= wr1;
	       end
     end  
endmodule
--- run.sh ---
#!/bin/bash
# OpenROAD 26Q1-2900-gdf79404cd8, Yosys 0.63+post, stock flow scripts
make -C /OpenROAD-flow-scripts/flow DESIGN_CONFIG=/design/flow/config.mk WORK_HOME=/design/flow/orfs finish
--- config.mk ---
export PLATFORM = sky130hd
export DESIGN_NAME = rf6r3w
export DESIGN_NICKNAME = rf6r3w
export VERILOG_FILES = /design/flow/design.v
export SDC_FILE = /design/flow/constraint.sdc
export NUM_CORES = 4
export LEC_CHECK = 1
export CORE_AREA = 10 10 79 79
export DIE_AREA = 0 0 89 89
==> reports/qor.csv <==
stage;metric;value;unit
run_status;status;complete, but fails checks;
run_status;violations;setup timing;
job;warning_count;31;
synth;avgSynthCellArea;13.0;um2
timing;finalMaxSlewViolations;0;
floorplan;die-height;89;um
timing;timing.final.ws_setup;-0.133;ns
final_layout;nFillCells;495;
clock_tree;htreeDepth;1;
drt;wl_per_cell;8.71;um
drt;num_antenna_cells;0;
timing;finalCriticalPeriod;1.23;ns
timing;fmax;0.811;GHz
drt;drt_iter0_markers;4;
grt;grt_pass1_wl;1.61;mm
synth;netlist_instances;36;
clock_tree;cts_root_buf;clkbuf_8;
drt;vias_per_cell;2.72;
floorplan;die_w;89;um
clock_tree;cts_buffer_depth;2;
drt;ant_nets;0;
grt;antenna_found_initial;0;
drt;wl;1.01;mm
power;powerDensity;1520;nW/um2
synth;synth-seq-cells;16;
synth;yosysWarnings;16;
worst_setup_path;critPathArrivalTime;1.01;ns
clock_tree;cts_tree;done;
synth;ys_area;467;um2
power;irDropWorstVdd;0.491;mV
timing;skew;0.00126;ns
final_layout;finish.utilization;0.168;
timing;relSlewSlack;0.896;
power;p_leak;0.351;nW
synth;ys_seq_share;0.729;
final_layout;regArea;348;um2
min_path;hold_class;reg -> reg;
grt;grt_pass1_vias;356;
synth;ys_cells;36;
worst_setup_path;end_kind;output port;
clock_tree;cts_sinks;16;
timing;hold_viol_final;0;
grt;track_usage;0.0265;
clock_tree;hold_buffers;0;
final_layout;final_cell_mix;clkdlybuf4s50_1, dfxtp_1;
placed_design;place_hpwl;850;um
timing;setup_viol_count_final;6;
floorplan;die-area;7920;um2
timing;rsz0062_at_grt;yes;
clock_tree;cts_buffers;3;
grt;grt_max_degree;10;
timing;tightest_slew;0.151;ns
worst_setup_path;crit_required;0.88;ns
floorplan;std_cell_rows;25;
synth;netlist_area;467;um2
placed_design;io_buffers;18;
worst_setup_path;critPathKind;reg -> out;
job;cap_violations;0;
drt;dr.pass1.iters;2;
synth;synth_cell_types;7;
drt;vias;316;
floorplan;initial_core_util;0.100;
final_layout;final-comb-area;104;um2
timing;setup_tns;-0.654;ns
grt;overflow;0;
timing;fin_crit_sh;1.12;
worst_setup_path;crit_fanout;3;
clock_tree;cts.clk_slew.worst_paths;0.06;ns
clock_tree;worstSkewPairLatency;0.24;ns
drt;drc;0;
placed_design;routabilityCongestion;0.683;
final_layout;area_growth;67.6;%
floorplan;pin_count;23;
floorplan;core_region_area;4660;um2
worst_setup_path;start_kind;flop;
final_layout;drive_gt1_frac;0.274;
[repair_timing]
action	in CTS	in global routing
endpoints found under the setup margin	6	6
setup buffers	4	0
pin swaps	6	6
gates resized	29	0
[worst max-delay path, stage by stage, from the launching register on]
cell and delay, ns:
dfxtp_4 0.34, buf_6 0.11, mux2i_1 0.15, nor2_1 0.06, buf_2 0.12
[synth_stat cells (all sizes together)]
cell type | number | area, um2
mux2 | 1 | 15.0
nor2 | 6 | 22.5
edfxtp | 2 | 60.1
inv | 6 | 22.5
mux2i | 6 | 60.1
dfxtp | 14 | 280
or2 | 1 | 6.26
[per-stage QoR]
step | power, W | hold slack (ns) | area (um2) | worst slack [ns] | instances
global route | 0.00125 | 0.356 | 782 | -0.177 | 116
CTS | 0.00122 | 0.346 | 782 | -0.155 | 116
detailed placement | 0.000787 | 0.329 | 714 | -0.242 | 108
floorplan | 0.000690 | 0.248 | 467 | 0.353 | 36
finish | 0.00119 | 0.345 | 782 | -0.133 | 116
global placement | 0.000784 | 0.333 | 714 | -0.212 | 108
[logic make-up (layout without fill, tap and decap cells)]
group | count (synthesis) | after routing | synth area share
buffers and inverters | 6 | 32 | 0.0483
and+or+nand+nor | 7 | 7 | 0.0617
DFF | 16 | 16 | 0.729
muxes | 7 | 7 | 0.161
[routing by layer]
metal	track usage	up-vias	share of wire
met5	0	-	0
met4	0.00723	0	0.013
met1	0.0254	143	0.34
met2	0.0519	8	0.60
li1	-	163	-
met3	0.00918	2	0.047
[worst paths after layout]
kind	from	to	slack, ns	cells after the start
worst max-delay path	r_rd_mem5	rd2[0]	-0.13	4
worst min-delay path	r_ram_mem[0]	r_rd_mem5	0.34	0
worst max register to register	r_ram_alu[0]	r_rd_alu4	0.63	0
worst min register to register	r_ram_mem[0]	r_rd_mem5	0.34	0
[area by class of cell]
cell class              instances  share of cell area
clock inverters                 1             0.00480
well taps                      54              0.0864
clock buffers                   3              0.0528
inverters                       6              0.0288
multi-input cells              14               0.133
flip-flops and latches         16               0.445
repair buffers                 22               0.250
[power by group]
group	switching (W)	internal [W]
clock network	0.000164	0.000246
logic	0.0000396	0.0000975
registers	0.0000152	0.000631
total	0.000218	0.000974
Power figures rest on the tool's default switching activity, not on a simulated workload.
