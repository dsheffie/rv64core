`./config.mk`:
```
export PLATFORM = sky130hd
export DESIGN_NAME = shift_right
export DESIGN_NICKNAME = shift_right
export VERILOG_FILES = /design/flow/design.v
export SDC_FILE = /design/flow/constraint.sdc
export NUM_CORES = 4
export LEC_CHECK = 1
export CORE_UTILIZATION = 30
```
`./design.v`:
```
typedef enum logic [4:0] {
   MEM_LB  = 'd0,
   MEM_LBU = 'd1,
   MEM_LH  = 'd2,
   MEM_LHU = 'd3,
   MEM_LW  = 'd4,
   MEM_SB  = 'd5,
   MEM_SH  = 'd6,
   MEM_SW  = 'd7,
   MEM_SCW  = 'd8,
   MEM_SCD  = 'd9,
   MEM_NOP = 'd10,
   MEM_LWU = 'd11,
   MEM_LD  = 'd12,
   MEM_SD  = 'd13,
   MEM_AMOW = 'd14,
   MEM_AMOD = 'd15,
   MEM_PREFETCH = 'd16			  			  
} mem_op_t;
module shift_right#(parameter LG_W=5)(y, is_left, is_signed, is_circular, data, distance);
   localparam W = 1<<LG_W;
   input logic is_left;
   input logic is_signed;
   input logic is_circular;
   input logic [W-1:0] data;
   input logic [LG_W-1:0] distance;
   output [W-1:0] y;
   wire w_sb = is_signed ? data[W-1] : 1'b0;
   wire [(2*W)-1:0] w_data = is_circular ? {data,data} : (is_left ? {data, {W{1'b0}}} : {{W{w_sb}}, data});
   wire [LG_W:0]    w_inv_dist = (W - {1'b0,distance});
   wire [LG_W:0]    w_distance = is_left ? w_inv_dist[LG_W:0] : {1'b0, distance};
   wire [(2*W)-1:0] w_shift = w_data >> w_distance;
   assign y = w_shift[W-1:0];
endmodule  
```
`./constraint.sdc`:
```
current_design shift_right

set clk_period 16.7
set clk_io_pct 0.2

create_clock -name clk0 -period $clk_period

set non_clock_inputs [all_inputs -no_clocks]
set_input_delay [expr $clk_period * $clk_io_pct] -clock clk0 $non_clock_inputs
set_output_delay [expr $clk_period * $clk_io_pct] -clock clk0 [all_outputs]
```
`./run.sh`:
```
#!/bin/bash
# OpenROAD 26Q1-2900-gdf79404cd8, Yosys 0.63+post, stock flow scripts
make -C /OpenROAD-flow-scripts/flow DESIGN_CONFIG=/design/flow/config.mk WORK_HOME=/design/flow/orfs finish
```
==> impl_metrics.py <==
# Physical implementation metrics
metrics = {
    "logic_synthesis": {
        "yosys_area_um2": 3650,
        "yosys_cells": 526,
        "synth_seq_share_pct": 0,
        "netlist_area_um2": 3650,
        "yosys_warnings": 0,
        "yosysUniqueCellTypes": 73,
        "synthCells": 526,
        "syn_avg_cell_area_um2": 6.94,
    },
    "setup_path": {
        "crit_type": "in2out",
        "crit_start": "distance[0]",
        "end_kind": "primary output",
        "arrival_ps": 7920,
        "crit_end": "y[20]",
        "worstPathRequired_ps": 13360,
        "startpoint_type": "input pin",
        "cp_max_fo": 56,
    },
    "floorplan": {
        "die_w_um": 112,
        "num_io_pins": 72,
        "die-height_um": 112,
        "floorplan.core_util_pct": 31.3,
        "die_area_um2": 12600,
        "core_region_area_um2": 11700,
        "rows": 39,
    },
    "place": {
        "place_hpwl_um": 11900,
        "preCtsSetupSlack_ps": 5540,
        "routabilityCongestion": 1.00,
        "io_buffers": 72,
    },
    "routing": {
        "routed_wl_um": 15800,
        "viasPerCell": 6.72,
        "diodes": 0,
        "drtAntennaViolNets": 0,
        "drtPass1Iterations": 16,
        "post_drt_wl_per_cell_um": 22.5,
        "drc": 0,
        "drt_iter0_markers": 475,
        "num_vias": 4702,
    },
    "sta": {
        "drv_slew": 0,
        "worst_pin_slew_ps": 851,
        "slew_headroom_pct": 43.1,
        "fin_crit_sh_pct": 67.4,
        "rsz0062_at_grt": "false",
        "worst_slack_ps": 5440,
        "hold_viol_final": 0,
        "period_minus_slack_ps": 11260,
        "timing.fmax_ghz": 0.0888,
        "finalSetupViolCount": 0,
        "setup_tns_ps": 0,
    },
    "final_layout": {
        "nFlopsAndLatches": 0,
        "nClkBuffers": 0,
        "layout-drive-gt1-share_pct": 11.7,
        "fin_util_pct": 37.3,
        "syn_to_final_growth_pct": 19.3,
        "seqCellArea_um2": 0,
    },
    "hold_path": {
        "min_path_type": "in2out",
    },
    "clock_tree": {
        "hold_buffers": 0,
        "post_cts_buffers": 0,
        "ctsResizeCount": 0,
    },
    "run": {
        "drv_cap": 0,
        "warning_count": 32,
    },
    "grt": {
        "antenna_found_initial": 0,
        "gr-total-overflow": 0,
        "grt_max_degree": 57,
        "gr-usage-all-layers_pct": 25.7,
        "grt_pass1_vias": 4456,
        "grt_pass1_wl_um": 25400,
    },
    "pwr": {
        "pwr_density_cell_nw_per_um2": 54.5,
        "p_leak_uw": 0.00163,
        "peakVddDrop_v": 0.0000164,
    },
    "status": {
        "status": "finished, final reports clean",
    },
}
## Yosys cell counts (all sizes together), types with 2 or more instances
| cell | number | area, um2 |
|---|---|---|
| nor4 | 3 | 25.0 |
| nand2 | 58 | 223 |
| nand4 | 2 | 12.5 |
| and4 | 2 | 17.5 |
| mux4 | 6 | 135 |
| or3 | 4 | 35.0 |
| a22o | 4 | 35.0 |
| o21ai | 28 | 140 |
| o221ai | 15 | 131 |
| o311ai | 2 | 17.5 |
| and2 | 3 | 18.8 |
| nand3 | 14 | 70.1 |
| a31oi | 7 | 43.8 |
| buf | 39 | 248 |
| nand3b | 2 | 15.0 |
| a211oi | 8 | 60.1 |
| o22a | 7 | 61.3 |
| nand2b | 7 | 43.8 |
| o31ai | 4 | 30.0 |
| mux2 | 24 | 270 |
| nor2b | 2 | 12.5 |
| o2bb2ai | 5 | 43.8 |
| mux2i | 58 | 601 |
| a21oi | 35 | 175 |
| a311oi | 2 | 17.5 |
| o211ai | 15 | 118 |
| nor3 | 11 | 60.1 |
| a21boi | 7 | 56.3 |
| o22ai | 24 | 150 |
| nor2 | 52 | 198 |
| xnor2 | 6 | 82.6 |
| inv | 6 | 22.5 |
| a222oi | 2 | 20.0 |
| clkbuf | 14 | 52.6 |
| a2bb2oi | 5 | 43.8 |
| a22oi | 15 | 118 |
| a221oi | 4 | 35.0 |
| a32oi | 5 | 43.8 |
## per-layer routing
layer | vias to the layer above | GRT usage [%] | wire, um
met5 | - | 0 | 0
met4 | 0 | 8.27 | 372
met3 | 35 | 5.01 | 1830
met2 | 312 | 40.8 | 7300
met1 | 2222 | 35.3 | 6270
li1 | 2133 | - | -
## where the power goes
part / internal, uW / switching, uW
logic: 109 / 128
registers: 0 / 0
clock network: 0 / 0
total: 109 / 128
## critical path: stages
cell,delay [ps]
buf_2,70
buf_4,520
inv_1,390
ha_1,820
mux2_2,870
mux2i_1,660
nand2_1,150
a22oi_1,260
mux2i_1,130
o22ai_1,160
clkdlybuf4s50_1,500
## metrics by stage
| stage | hold slack, ps | cell area (um2) | power, uW | cells |
|---|---|---|---|---|
| after floorplan | 6910 | 3650 | 143 | 526 |
| after global placement | 8100 | 4360 | 234 | 700 |
| after detailed placement | 8090 | 4360 | 233 | 700 |
| after CTS | 8090 | 4360 | 234 | 700 |
| after global routing | 8200 | 4360 | 258 | 700 |
| final | 8080 | 4360 | 238 | 700 |
## worst min-delay path by stage
stage          startpoint     to  slack [ps]  depth (start not counted)
finish           data[31]  y[27]        8080                          6
global route  distance[4]  y[10]        8200                          6
CTS              data[31]  y[27]        8090                          6
## logic make-up after synthesis
group                    count (synthesis)  synth area share (%)
AND/OR/NAND/NOR                        166                  21.4
XOR/XNOR                                 7                  2.50
adder cells (fa/ha/maj)                  1                 0.343
buffers and inverters                   59                  8.84
AND-OR/OR-AND                          205                  39.4
multiplexers                            88                  27.5
## cells in the final DEF (no fill, tap or decap), types with 5 or more instances in the layout
master           count
clkdlybuf4s50_1     71
nand2_1             56
mux2i_1             55
nor2_1              51
a21oi_1             35
mux2_2              24
o22ai_1             24
o21ai_0             23
o221ai_1            15
a22oi_1             14
nand3_1             14
o211ai_1            14
buf_4               12
nor3_1              10
a211oi_1             8
nand2b_1             7
a31oi_1              7
o22a_1               7
inv_1                6
mux4_2               6
o21ai_1              5
o2bb2ai_1            5
a2bb2oi_1            5
a32oi_1              5
## final cells by class
| class | instances | area, um2 |
|---|---|---|
| well taps | 143 | 179 |
| inverters | 6 | 22.5 |
| multi-input cells | 467 | 3350 |
| fillers | 1216 | 7310 |
| repair buffers | 84 | 806 |
Power and IR drop assume default switching activity.
