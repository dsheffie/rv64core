<file path="/design/flow/design.v">
module addsub(A, B, is_sub, Y);
   parameter W = 32;
   input [W-1:0] A;
   input [W-1:0] B;
   input	 is_sub;
   output [W-1:0] Y;
   wire [W-1:0]	  w_s, w_c;
   wire [W-1:0]	  w_zero = {{W{1'b0}}};
   wire [W-1:0]	  w_one = {{(W-1){1'b0}}, 1'b1};
   csa #(.N(W)) csa0 
     (
      .a(A), 
      .b(is_sub ? ~B :B ), 
      .cin(is_sub ? w_one : w_zero), 
      .s(w_s), 
      .cout(w_c) 
      );
   wire [W-1:0] w_srcA = {w_c[W-2:0], 1'b0};
   wire [W-1:0] w_srcB = w_s;
   assign Y = w_srcA+w_srcB;
endmodule
module csa(a,b,cin,s,cout);
   parameter N = 64;
   input [N-1:0] a;
   input [N-1:0] b;
   input [N-1:0] cin;
   output [N-1:0] s;
   output [N-1:0] cout;
   wire [N-1:0]   w_xor_ab = a^b;
   assign s = w_xor_ab ^ cin;
   assign cout = a&b | (cin & w_xor_ab);
endmodule  
</file>
<file path="/design/flow/run.sh">
#!/bin/bash
# OpenROAD 26Q1-2900-gdf79404cd8, Yosys 0.63+post, stock flow scripts
make -C /OpenROAD-flow-scripts/flow DESIGN_CONFIG=/design/flow/config.mk WORK_HOME=/design/flow/orfs finish
</file>
<file path="/design/flow/config.mk">
export PLATFORM = sky130hd
export DESIGN_NAME = addsub
export DESIGN_NICKNAME = addsub
export VERILOG_FILES = /design/flow/design.v
export SDC_FILE = /design/flow/constraint.sdc
export NUM_CORES = 4
export LEC_CHECK = 1
export CORE_UTILIZATION = 40
</file>
<file path="/design/flow/constraint.sdc">
current_design addsub

set clk_period 28.5
set clk_io_pct 0.2

create_clock -name clk0 -period $clk_period

set non_clock_inputs [all_inputs -no_clocks]
set_input_delay [expr $clk_period * $clk_io_pct] -clock clk0 $non_clock_inputs
set_output_delay [expr $clk_period * $clk_io_pct] -clock clk0 [all_outputs]
</file>
==> results.ini <==
[outcome]
status=completed

[logic_synthesis]
yosys_area_sq_um=2280
yosys.cell_types.count=41
avgSynthCellArea_sq_um=7.74
ys_warn_count=0
top_cells_by_count=60 x ha_1, 43 x xor2_1, 28 x a21oi_1
syn_area_sq_um=2280
most_common_cell=ha_1
top_cell_area_share_pct=32.9
synthTopCellsByArea=ha_1 33%, xor2_1 16%, xnor2_1 7.3%, a21oi_1 6.1%, a21o_1 3.9%
yosys-stat-cells=295
yosysSeqAreaShare_pct=0
synth_cells=295
largest_area_cell=ha_1

[final_timing]
finalSetupViolCount=0
hold_viol_final=0
fmax_mhz=67.3
fin_crit_sh_pct=52.1
rsz0062_at_grt=false
maxSlewHeadroom_pct=65.0
fin_ws_ps=13650
worst_hold_slack_ps=12380
min_period_ps=14850
slew_viol_final=0
finalSetupTns_ps=0
max_slew.worst_pin.slew_ps=523

[placement]
dp.cells=455
place_ws_ps=13630
place_congestion=0.874
portBuffers=97
postPlaceCellArea_sq_um=3310
post-dp-hpwl_um=4970

[finish]
final_area_sq_um=3310
flops=0
ff_latch_area_sq_um=0
nClkBuffers=0
drive_gt1_share_pct=2.61
post-route-util_pct=60.1
area_growth_syn_to_layout_pct=44.9
final_cell_count_no_fill=455

[grt]
gr-usage-all-layers_pct=18.5
grt_pass1_vias=2003
grt_overflow_total=0
grt_max_degree=33
antenna_found_initial=0
grt_pass1_wl_um=9100

[cts]
cts_resized=0
cts_hold_buf=0
postCtsSetupRepairBufs=0

[floorplanning]
rows=27
die_h_um=77.6
die_area_sq_um=6010
fp.coreArea_sq_um=5510
fp_util_pct=41.5
die_x_um=77.6
io_pins=97

[drt]
vias=2356
drc=0
ant_nets=0
firstDrtPassIters=4
drtIter0Drc=47
drt-wirelength-per-cell_um=12.5
wl_um=5710
via_per_inst=5.18
diodes=0

[setup_path]
cp.arrival_ps=9150
crit_type=primary input to output pin
cp-start-kind=primary input
end_kind=output pin
cp.required_ps=22800
startpoint=is_sub
crit_fanout=32

[pwr]
p_leak_nw=1.51
powerDensity_nw_per_um2=37.7
ir_drop_mv=0.0202
power_uw=125

[worst_hold_path]
hold_path_class=primary input to output pin
worstHoldStart=A[0]

[run]
warning_count=33
max-cap-violations=0

path summary, 6_finish.rpt:
| path | to | slack, ps | cells past startpoint |
|---|---|---|---|
| max | Y[23] | 13650 | 14 |
| min | Y[0] | 12380 | 3 |
layer usage:
layer / share of wire [%] / GRT usage (%) / vias to the layer above / wire [um]
li1: - / - / 1264 / -
met3: 3.0 / 0.478 / 0 / 171
met4: 0 / 0 / 0 / 0
met2: 46 / 31.7 / 48 / 2650
met1: 51 / 27.6 / 1044 / 2880
met5: 0 / 0 / - / 0
cells by family (layout without fill, tap and decap cells):
logic type | after synthesis | after routing | synth area share [%]
AND-OR/OR-AND | 97 | 97 | 27.8
XOR/XNOR | 62 | 62 | 23.8
adder cells (fa/ha/maj) | 61 | 61 | 33.8
buffers and inverters | 19 | 107 | 3.18
multiplexers | 1 | 1 | 0.493
AND/OR/NAND/NOR | 55 | 55 | 11.0
layout make-up:
cell class / instances / area (sq um)
multi-input cells: 276 / 2210
inverters: 9 / 33.8
well taps: 72 / 90.1
repair buffers: 98 / 973
fillers: 524 / 2200
critical path, cell delays in order:
cell	delay (ps)
buf_2	80
buf_4	440
xor2_1	190
ha_1	240
ha_1	220
fa_1	430
a211oi_1	350
o21ai_1	180
a21boi_1	210
o21ai_1	120
nand3_1	190
o211ai_1	140
xnor2_1	180
clkdlybuf4s50_1	480
where the power goes:
part | switching, mW | internal [mW]
Sequential | 0 | 0
Combinational | 0.0521 | 0.0727
Clock | 0 | 0
Total | 0.0521 | 0.0727
cell usage in the layout (no fill, tap or decap), drive strengths merged:
cell type / synthesis / routed
a31oi: 3 / 3
or3: 2 / 2
a2111oi: 1 / 1
a21boi: 2 / 2
nor3: 3 / 3
o31ai: 4 / 4
o21ai: 23 / 23
nand2: 20 / 20
fa: 1 / 1
nor2: 13 / 13
a211oi: 7 / 7
o311ai: 1 / 1
xnor2: 19 / 19
o21bai: 5 / 5
a211o: 2 / 2
nand2b: 3 / 3
o211ai: 1 / 1
a21oi: 29 / 29
o221ai: 1 / 1
clkdlybuf4s50: 0 / 96
or2: 1 / 1
a2111o: 1 / 1
o22ai: 1 / 1
a21o: 12 / 12
a32oi: 1 / 1
ha: 60 / 60
buf: 3 / 2
nand4: 6 / 6
o21a: 2 / 2
a311oi: 1 / 1
nand3: 7 / 7
inv: 9 / 9
xor2: 43 / 43
mux2: 1 / 1
Power and IR drop assume default switching activity.
