[flow/config.mk]
export PLATFORM = sky130hd
export DESIGN_NAME = shiftregbit
export DESIGN_NICKNAME = shiftregbit
export VERILOG_FILES = /design/flow/design.v
export SDC_FILE = /design/flow/constraint.sdc
export NUM_CORES = 4
export LEC_CHECK = 1
export CORE_AREA = 10 10 91 91
export DIE_AREA = 0 0 101 101
[flow/constraint.sdc]
current_design shiftregbit

set clk_period 1.2
set clk_io_pct 0.2

create_clock -name clk0 -period $clk_period [get_ports {clk}]

set non_clock_inputs [all_inputs -no_clocks]
set_input_delay [expr $clk_period * $clk_io_pct] -clock clk0 $non_clock_inputs
set_output_delay [expr $clk_period * $clk_io_pct] -clock clk0 [all_outputs]
[flow/design.v]
module dffen(q,d,clk,reset,en);
   parameter N = 1;
   input logic [N-1:0] d;
   input logic 	       clk;
   input logic 	       reset;
   input logic 	       en;
   output logic [N-1:0] q;
   always_ff@(posedge clk)
     begin
	if(reset)
	  begin
	     q <= 1'b0;
	  end
	else
	  begin
	     q <= en ? d : q;
	  end
     end  
endmodule  
module shiftregbit(clk,reset,clear,b,valid,out);
   input logic clk;
   input logic reset;
   input logic clear;
   input logic b;
   input logic valid;
   parameter W = 32;
   output logic [W-1:0] out;
   for(genvar i = 0; i < W; i = i + 1)
     begin : sr
	if(i==0)
	  begin
	     dffen #(.N(1)) ff (.clk(clk), .reset(reset|clear), .en(valid), .d(b), .q(out[0]));
	  end
	else
	  begin
	     dffen #(.N(1)) ff (.clk(clk), .reset(reset|clear), .en(valid), .d(out[i-1]), .q(out[i]));	     
	  end
     end
endmodule
[flow/run.sh]
#!/bin/bash
# OpenROAD 26Q1-2900-gdf79404cd8, Yosys 0.63+post, stock flow scripts
make -C /OpenROAD-flow-scripts/flow DESIGN_CONFIG=/design/flow/config.mk WORK_HOME=/design/flow/orfs finish
==> impl_metrics.toml <==
# generated from flow reports
[status]
outcome = "finished, final reports clean"

[final_timing]
skew_ns = 0.00666
relSlewSlack = 0.876
min_period_over_period = 0.924
period_needed_ns = 1.11
final-setup-viol-count = 0
drv_slew = 0
setup_slack_ns = 0.0913
grt_setup_unrepaired = "no"
timing.fmax_ghz = 0.902
tightest_slew_ns = 0.186
finalHoldViolations = 0

[cells_and_area]
area_delta_synth_final_pct = 36.8
regMostFlops = "sr.genblk1.ff.q"
fin_area_sq_um = 1910
reg_top3 = "sr.genblk1.ff.q (32)"
drive_gt1_frac = 0.423
nFillCells = 646
largest_register_ffs = 32

[global_route]
grt_max_degree = 18
grt_antenna_before_repair = 0
grt-ovfl-total = 0
grt_usage = 0.0530
grt_pass1_vias = 978
grt_pass1_wl_um = 4510

[setup_path]
worst-r2r-cell-count = 3
crit_path_start_kind = "flip-flop"
crit_family = "flip-flops"
arrival_ns = 0.87
crit_fanout = 3
worstPathRequired_ns = 0.96
worst-path-stages = 1
path_buffers = 1
critPathCaptureType = "primary output"
worstSetupPathType = "flip-flop to primary output"
path_cells = "dlygate4sd2_1"
crit_path_max_incr_delay_ns = 0.35
slowest_stage = "dfxtp_1"

[place]
portBuffers = 36
place_congestion = 0.712
place_ws_ns = -0.0515
hpwl_um = 1890
place_area_sq_um = 1590

[cts]
clk_latency_ns = 0.28
cts.path.max_buffers = 2
clockRootBuffer = "clkbuf_8"
cts_sinks = 32
clk_pin_slew_ns = 0.07
numCtsBuffers = 5
cts_tree = "yes"
ctsHtreeMaxLevel = 2

[yosys]
ys_seq_frac = 0.459
topCellsByArea = "dfxtp_1, mux2i_1, buf_4"
yosys_warnings = 1
top_area_cell = "dfxtp_1"
avgSynthCellArea_sq_um = 10.2
ys_ff = 32
netlist_instances = 137
synth_area_sq_um = 1400
ys_cells = 137
synth_top_area_share = 0.459
yosysUniqueCellTypes = 7
yosys_area_sq_um = 1400

[power]
p_sw_frac = 0.235
powerDensity_nw_per_um2 = 1040
switchingPower_w = 0.000469
p_int_w = 0.00152
pwr-share-clk = 0.416
irDropWorstVdd_mv = 0.425
p_leak_nw = 0.987
p_comb_frac = 0.050
seqPwrFrac = 0.533

[detailed_routing]
vias_per_cell = 3.80
ant_nets = 0
wirelength_um = 2750
drt-initial-drc-count = 25
routedWlPerCell_um = 10.9
drc = 0
vias = 957
antenna_cells = 0
drtPass1Iterations = 4

[worst_hold_path]
hold_depth = 4
hold_class = "primary input to flip-flop"

[die]
dieArea_sq_um = 10200
fp_util = 0.220
coreArea_sq_um = 6350
die_y_um = 101
die_w_um = 101
io_pins = 37
rows = 29

[run]
warnings = 25
maxCapViolCount = 0
==> worst paths after layout <==
kind,startpoint,endpoint,slack (ns)
setup reg to reg,sr[17].genblk1.ff.q$_SDFFE_PP0P_,sr[18].genblk1.ff.q$_SDFFE_PP0P_,0.46
hold reg to reg,sr[31].genblk1.ff.q$_SDFFE_PP0P_,sr[31].genblk1.ff.q$_SDFFE_PP0P_,0.49
hold / removal,valid,sr[6].genblk1.ff.q$_SDFFE_PP0P_,0.46
setup / recovery,sr[23].genblk1.ff.q$_SDFFE_PP0P_,out[23],0.09
==> timing repair <==
action / in CTS / in global routing
setup endpoints to repair: 32 / 0
hold buffers: 0 / 0
endpoints found under the hold margin: 0 / 0
buffers inserted: 30 / 0
gates resized: 63 / 0
==> per-stage QoR <==
stage / hold slack, ns / cells / utilization / power, W / setup TNS, ns
final: 0.460 / 252 / 0.301 / 0.00199 / 0
after global routing: 0.475 / 252 / 0.301 / 0.00208 / 0
after CTS: 0.456 / 252 / 0.301 / 0.00203 / 0
after detailed placement: 0.488 / 214 / 0.251 / 0.00119 / -1.30
after global placement: 0.482 / 214 / 0.251 / 0.00119 / -0.922
after floorplan: 0.387 / 137 / - / 0.00117 / 0
==> cell families after synthesis <==
| logic type | synth area share |
|---|---|
| and+or+nand+nor | 0.0905 |
| DFF | 0.459 |
| buffers and inverters | 0.221 |
| muxes | 0.229 |
==> Yosys cell counts (all sizes together) <==
cell,count
mux2i,32
or2,1
nor2,32
clkbuf,1
buf,39
dfxtp,32
==> placed cells by master, fill, tap and decap left out <==
cell / instances
buf_2: 1
nor2_1: 32
dfxtp_2: 31
dlygate4sd2_1: 32
buf_12: 2
buf_4: 32
or2_1: 1
dfxtp_1: 1
clkdlybuf4s50_1: 3
mux2i_1: 32
clkbuf_8: 5
clkinv_4: 1
clkinvlp_4: 2
==> layer usage <==
layer | wire, um | share of wire | vias to the layer above | GRT usage
met5 | 0 | 0 | - | 0
met4 | 42 | 0.015 | 0 | 0.00857
met3 | 269 | 0.098 | 7 | 0.0291
met2 | 1220 | 0.44 | 27 | 0.0840
met1 | 1210 | 0.44 | 439 | 0.0630
li1 | - | - | 484 | -
==> power groups by stage <==
stage	logic [W]	clock network (W)	registers, W
5_1_grt	0.000107	0.000907	0.00106
6_report	0.000100	0.000829	0.00106
4_1_cts	0.000101	0.000867	0.00106
==> area by class of cell <==
class / instances / area (sq um) / area share
sequential: 32 / 679 / 0.356
tap: 77 / 96.3 / 0.0504
timing repair buffer: 70 / 596 / 0.312
clock inverter: 3 / 23.8 / 0.0124
clock buffer: 5 / 68.8 / 0.0360
multi-input combinational: 65 / 447 / 0.234
Power and IR drop assume default switching activity.
